**design.v**
```verilog
module ALU (
    SrcA,
    SrcB,
    ALUControl,
    ALUOut,
    Zero
);
input [31:0] SrcA, SrcB;
input [4:0] ALUControl;
output reg [31:0] ALUOut;
output reg Zero;
always @(*) begin
    case (ALUControl)
    5'd0: begin ALUOut = $signed(SrcA) + $signed(SrcB); Zero = 0; end
    5'd1: begin ALUOut = SrcA + SrcB; Zero = 0; end 
    5'd2: begin ALUOut = $signed(SrcA) - $signed(SrcB); Zero = (ALUOut == 0); end 
    5'd3: begin ALUOut = SrcA - SrcB; Zero = 0; end 
    5'd4: begin ALUOut = SrcA & SrcB; Zero = 0; end 
    5'd5: begin ALUOut = SrcA | SrcB; Zero = 0; end 
    5'd6: begin ALUOut = SrcA ^ SrcB; Zero = 0; end 
    5'd7: begin ALUOut = ~(SrcA | SrcB); Zero = 0; end 
    5'd8: begin ALUOut = SrcB << SrcA; Zero = 0; end
    5'd9: begin ALUOut = SrcB << SrcA; Zero = 0; end
    5'd10: begin ALUOut = $signed(SrcB) >>> $signed(SrcA); Zero = 0; end
    5'd11: begin ALUOut = $signed(SrcB) >>> $signed(SrcA); Zero = 0; end
    5'd12: begin ALUOut = SrcB >> SrcA; Zero = 0; end
    5'd13: begin ALUOut = SrcB >> SrcA; Zero = 0; end
    5'd14: begin ALUOut = SrcA < SrcB; Zero = 0; end
    5'd15: begin ALUOut = SrcA + SrcB; Zero = 0; end
    5'd16: begin ALUOut = SrcA + SrcB; Zero = 0; end
    5'd17: begin ALUOut = SrcA & {{16'b0},SrcB[15:0]}; Zero = 0; end
    5'd18: begin ALUOut = SrcA | {{16'b0},SrcB[15:0]}; Zero = 0; end
    5'd19: begin ALUOut = SrcA ^ {{16'b0},SrcB[15:0]}; Zero = 0; end
    5'd20: begin ALUOut = SrcA - SrcB; Zero = (SrcA - SrcB == 0); end
    5'd21: begin ALUOut = SrcA - SrcB; Zero = (SrcA - SrcB != 0); end
    5'd22: begin ALUOut = SrcA + SrcB; Zero = 0; end
    5'd23: begin ALUOut = SrcA + SrcB; Zero = 0; end
    5'd24: begin ALUOut = 0; Zero = 0; end
    5'd26: begin ALUOut = 0; Zero = 0; end
    5'd25: begin ALUOut = SrcB; Zero = 0; end
    endcase
end
endmodule
module mux2to1(in1, in2, sel, out);
    input [31:0] in1, in2;
    input sel;
    output [31:0] out;
    assign out = (sel == 0)? in1:in2;
endmodule
module mux3to1(in1, in2, in3, sel, out);
    input [31:0] in1, in2, in3;
    input [1:0] sel;
    output [31:0] out;
    assign out = (sel == 2'd0) ? in1 : (sel==2'd1) ? in2 : in3;
endmodule 
module dstregmux2to1(in1, in2, sel, out);
    input [4:0] in1, in2;
    input sel;
    output [4:0] out;
    assign out = (sel == 0)? in1:in2;
endmodule
module dstregmux3to1(in1, in2, in3, sel, out);
    input [4:0] in1, in2, in3;
    input [1:0] sel;
    output [4:0] out;
    assign out = (sel == 2'd0) ? in1 : (sel==2'd1) ? in2 : in3;
endmodule
module EX (
    clk,
    rst,
    ForwardA,
    ForwardB,
    ALUControlE,
    ALUSrcE,
    RegDstE,
    IsShiftE,
    JalE,
    ShamtE,
    RD1E,
    RD2E,
    RegisterRtE,
    RegisterRdE,
    ExtImmE,
    ALUOutE,
    WriteDataE,
    WriteRegE,
    ZeroE,
    ALUOutM,
    ResultW
);
input clk, rst, ALUSrcE, RegDstE, IsShiftE, JalE;
input [1:0] ForwardA, ForwardB;
input [4:0] ALUControlE, ShamtE, RegisterRtE, RegisterRdE;
input [31:0] RD1E, RD2E, ExtImmE, ALUOutM, ResultW;
output ZeroE;
output [4:0] WriteRegE;
output [31:0] ALUOutE, WriteDataE;
wire [31:0] SrcAE, SrcBE, SrcAin1, SrcBin1;
mux2to1 shamtmux(
    .in1(RD1E), 
    .in2({{27{ShamtE[4]}},ShamtE[4:0]}),
    .sel(IsShiftE),
    .out(SrcAin1)
);
mux2to1 immmux(
    .in1(SrcBin1),
    .in2(ExtImmE),
    .sel(ALUSrcE),
    .out(SrcBE)
);
dstregmux3to1 DstReg(
    .in1(RegisterRtE),
    .in2(RegisterRdE),
    .in3(5'd31),
    .sel({JalE,RegDstE}),
    .out(WriteRegE)
);
mux3to1 SrcAmux(
    .in1(SrcAin1),
    .in2(ResultW),
    .in3(ALUOutM),
    .sel(ForwardA),
    .out(SrcAE)
);
mux3to1 SrcBmux(
    .in1(RD2E),
    .in2(ResultW),
    .in3(ALUOutM),
    .sel(ForwardB),
    .out(SrcBin1)
);
ALU ALU(
    .SrcA(SrcAE),
    .SrcB(SrcBE),
    .ALUControl(ALUControlE),
    .ALUOut(ALUOutE),
    .Zero(ZeroE)
);
assign WriteDataE = SrcBin1;
endmodule
```
**run.sh**
```bash
#!/bin/bash
# OpenROAD 26Q1-2900-gdf79404cd8, Yosys 0.63+post, stock flow scripts
make -C /OpenROAD-flow-scripts/flow DESIGN_CONFIG=/design/flow/config.mk WORK_HOME=/design/flow/orfs finish
```
**config.mk**
```make
export PLATFORM = sky130hd
export DESIGN_NAME = EX
export DESIGN_NICKNAME = EX
export VERILOG_FILES = /design/flow/design.v
export SDC_FILE = /design/flow/constraint.sdc
export NUM_CORES = 4
export LEC_CHECK = 1
export CORE_UTILIZATION = 30
```
**constraint.sdc**
```tcl
current_design EX

set clk_period 2.2
set clk_io_pct 0.2

create_clock -name clk0 -period $clk_period

set non_clock_inputs [all_inputs -no_clocks]
set_input_delay [expr $clk_period * $clk_io_pct] -clock clk0 $non_clock_inputs
set_output_delay [expr $clk_period * $clk_io_pct] -clock clk0 [all_outputs]
```
==> impl_metrics.yaml <==
# generated from flow reports
outcome:
  outcome: "finished, final reports clean"
pwr:
  power_frac_comb_pct: 98.7
  p_leak_nw: 7.28
  irDropWorstVdd_mv: 0.144
  power.switching_w: 0.00420
  pwr-share-clk_pct: 0
  power.density_nw_per_um2: 388
  intPower_w: 0.00250
  p_sw_share_pct: 62.7
  power_w: 0.00670
  p_seq_share_pct: 1.3
setup_path:
  crit_type: "in -> out"
  cp_num_buf_inv: 2
  cp-start-kind: "input port"
  end_kind: "output port"
  cp.depth: 4
  critPathMaxStageDelay_ns: 0.49
  crit_arrival_ns: 1.74
  crit_path_cell_trace: "clkdlybuf4s50_1 > mux2i_1 > o21ai_0 > clkdlybuf4s50_1"
  crit_end: "WriteDataE[18]"
  crit_family: "buffers and inverters"
  worstPathRequired_ns: 1.76
  cp_max_fo: 2
  crit_start: "ResultW[18]"
  cpMostUsedCell: "clkdlybuf4s50_1"
  crit_slowest_cell: "clkdlybuf4s50_1"
final_layout:
  final_util_pct: 39.1
  final_common_cell: "clkdlybuf4s50_1"
  finalNonFillerCells: 2946
  areaGrowthSynthToFinish_pct: 28.3
  layout_top_cells: "clkdlybuf4s50_1 (245), nor2_1 (215), nand2_1 (210), a21oi_1 (198), buf_4 (155)"
  layout-drive-gt1-share_pct: 9.39
grt:
  grt.total_usage_pct: 36.4
  overflow: 0
  grt_pass1_wl_um: 119000
  grt_antenna_before_repair: 2
  grt_max_degree: 66
  grt_pass1_vias: 16900
detailed_routing:
  wire_per_inst_um: 28.0
  drc: 0
  ant_nets: 0
  route.final.wire_length_um: 82400
  drt_iter0_drc: 1949
  firstDrtPassIters: 6
  routed_via_density: 6.13
  diodes: 0
  vias: 18100
synth:
  ys_sh_xor_pct: 2.41
  synth-simple-area-share_pct: 23.8
  edf_count: 0
  ys_sh_adder_pct: 9.22
  ys_seq_elements: 33
  synthArstFlopShare_pct: 0
  syn-instance-count: 2110
  logic_family: "AND-OR/OR-AND gates"
  synthesis.area_per_instance_um2: 6.38
  ys_sh_aoi_pct: 39.0
  flop_cell: "dlxtn_1"
  yosys_area_um2: 13500
  syn_area_um2: 13500
  ys_sh_mux_pct: 12.2
  ys_warn_count: 1
  yosys_cells: 2110
  post_synth_num_cell_types: 88
flow_run:
  warnings: 95
  max_cap_viol_count: 0
timing:
  setup_violations: 0
  unclocked_pins: 33
  whs_ns: 1.41
  finalMaxSlewViolations: 0
  tns_ns: 0
  clock.fmax_mhz: 460
  untimed_endpoints: 66
  slew_headroom_pct: 27.9
  hold_viol: 0
  fin_crit_ns: 2.18
  finalCritPeriodShare_pct: 98.9
  grt_setup_unrepaired: "true"
  worst-slew-pin-transition_ns: 1.08
worst_hold_path:
  hold_class: "in -> out"
place:
  gp_congestion: 1.06
  hpwl_um: 66100
  numPortBuffers: 258
  dp_cells: 2934
floorplan:
  top_level_ports: 260
  die_y_um: 214
  num_rows: 77
  dieArea_um2: 45700
  fp.dieW_um: 214
  initCoreUtil_pct: 30.4
  coreArea_um2: 44200
cts:
  cts_hold_buf: 0
## timing repair
| item | in CTS | in global routing |
|---|---|---|
| buffers inserted | 11 | 1 |
| gates resized | 8 | 19 |
| setup endpoints to repair | 14 | 17 |
| cloned | 0 | 0 |
| pin swaps | 0 | 2 |
## sequential cells by signal, summed over array words and instances (netlist names)
name / count
ALU.ALUOut: 32
ALU.Zero: 1
## synthesized netlist by cell type, types with 7 or more instances
library cell	count	area [µm²]
nor2_1	217	815
nand2_1	210	788
a21oi_1	198	991
mux2i_1	148	1480
inv_1	145	544
o21ai_0	144	721
clkbuf_1	106	398
ha_1	96	1200
a221oi_1	49	429
o211ai_1	48	360
nor3_1	45	225
buf_2	37	185
a211oi_1	36	270
nand3_1	36	180
nand2b_1	35	219
dlxtn_1	33	495
nor3b_1	33	248
xnor2_1	33	289
o22ai_1	31	194
nor2b_1	27	169
a21o_1	23	173
a31oi_1	21	131
o221ai_1	21	184
nor4_1	18	113
o2111ai_1	16	140
o31ai_1	16	120
buf_1	15	56.3
mux2_2	14	158
o21a_1	14	105
a211o_1	13	114
a221o_1	12	120
nand4_1	11	68.8
o21ai_1	10	50.1
a2111oi_0	9	78.8
and3_1	9	56.3
o21bai_1	9	67.6
or3_1	9	56.3
buf_4	8	60.1
or2_2	8	50.1
a222oi_1	7	70.1
o31a_1	7	61.3
## worst min path at each step
stage,from,endpoint,slack [ns],cells past startpoint
final,ForwardB[1],WriteDataE[1],1.41,4
after CTS,ForwardB[1],WriteDataE[30],1.65,5
after global routing,ForwardB[1],WriteDataE[1],1.44,4
## routing by layer
layer  vias up  GRT usage (%)  wire length, µm
met3       140           10.5             8610
met2       939           53.1            34700
met1      8664           50.4            35200
met4         4           14.1             3840
met5         -              0               31
li1       8313              -                -
## through the flow
| stage | area, µm² | setup slack (ns) |
|---|---|---|
| 6_report | 17300 | 0.0249 |
| 5_1_grt | 17300 | -0.0388 |
| 4_1_cts | 17200 | 0.00248 |
| 3_5_place_dp | 17100 | -0.0510 |
| 3_3_place_gp | 17100 | -0.0415 |
| 2_1_floorplan | 13500 | 0.221 |
## kinds of logic (layout without fill, tap and decap cells)
| group | Yosys count | in the layout |
|---|---|---|
| compound gates | 774 | 774 |
| simple gates | 684 | 684 |
| buf+inv | 322 | 566 |
| mux | 162 | 162 |
| fa+ha+maj | 98 | 98 |
| xor+xnor | 37 | 37 |
| latches | 33 | 33 |
## final cells by class
type,count,area [µm²]
flip-flops and latches,33,495
inverters,152,571
multi-input cells,1755,11700
well taps,592,741
repair buffers,414,3760
fillers,4621,27000
## power by group through the flow
stage         combinational, W  clock [W]  sequential, W
CTS                    0.00640          0      0.0000901
global route           0.00704          0      0.0000925
finish                 0.00661          0      0.0000893
Power is estimated from default activity; no workload was simulated.

$ cat ./config.mk
export PLATFORM = sky130hd
export DESIGN_NAME = Regfile
export DESIGN_NICKNAME = Regfile
export VERILOG_FILES = /design/flow/design.v
export SDC_FILE = /design/flow/constraint.sdc
export NUM_CORES = 4
export LEC_CHECK = 1
export CORE_UTILIZATION = 30
$ cat ./constraint.sdc
current_design Regfile

set clk_period 15.5
set clk_io_pct 0.2

create_clock -name clk0 -period $clk_period [get_ports {clk}]

set non_clock_inputs [all_inputs -no_clocks]
set_input_delay [expr $clk_period * $clk_io_pct] -clock clk0 $non_clock_inputs
set_output_delay [expr $clk_period * $clk_io_pct] -clock clk0 [all_outputs]
$ cat ./design.v
module Regfile(clk, rst, WriteEn, Src1, Src2, WriteReg, WriteData, regout1, regout2);
input clk, rst, WriteEn;
input [4:0] WriteReg, Src1, Src2;
input [31:0] WriteData;
output [31:0] regout1, regout2;
reg [31:0] regfilemem [0:31];
integer i;
always@(negedge clk) begin
    if (rst) begin
        for (i = 0; i < 32; i = i + 1)
            regfilemem[i] <= 0;
    end
    else if (WriteEn) begin
        regfilemem[WriteReg] <= WriteData;
    end
end
assign regout1 = regfilemem[Src1];
assign regout2 = regfilemem[Src2];
endmodule
$ cat ./run.sh
#!/bin/bash
# OpenROAD 26Q1-2900-gdf79404cd8, Yosys 0.63+post, stock flow scripts
make -C /OpenROAD-flow-scripts/flow DESIGN_CONFIG=/design/flow/config.mk WORK_HOME=/design/flow/orfs finish
==> run summary <==
Synthesized area -> 56200 um^2
Hold/Removal Path Class -> input pin to primary output
Largest net degree at the start of global routing -> 95
Post-DP Area -> 59900 um^2
Final TNS setup -> 0 ns
CP Capture Type -> primary output
Max-cap violations -> 0
Layout cells sized above 1 -> 7.80%
1st-iter DRT viols -> 2549
Most instantiated logic cells after routing -> inv_1, and2_1, mux2i_1, edfxtp_1, nand2_1
DR DRC count -> 0
Registers with the most flip-flops -> regfilemem x1024
Max stage delay on crit path -> 0.56 ns
Top cells by area, synth -> edfxtp_1, mux2i_1, and2_1, a22oi_1, a22o_1
Final HPWL from detailed placement -> 112 mm
RSZ-0062 raised after global routing -> no
LEAKAGE -> 0.0299 uW
Row Count -> 158
ANT nets after route -> 0
Post-Place Setup Slack -> 1.18 ns
Critical path's top delay family -> AND-OR/OR-AND gates
Max reg flops -> 1024
PortBufs -> 113
Grt ovf -> 0
Most flops, register -> regfilemem
Bufs and invs on worst path -> 1
DIE AREA -> 189000 um^2
# resized after CTS -> 0
Clock tree buffer depth -> 3
WP data arrival -> 10.58 ns
Clock slew at reported path FFs -> 0.04 ns
WHS Path Cells -> 6
Worst-path maximum fanout -> 2
Power per cell area -> 119 nW/um^2
Ys async rst share -> 0%
Maximum vdd drop -> 0.0976 mV
Rel. slew slack -> 39.5%
GR Util All Layers -> 21.2%
Post-synth top area share -> 54.7%
Post-synth regs -> 1024
Mapped Avg Cell Area -> 12.1 um^2
CTS tree -> yes
CP Launch Type -> register
Fp util -> 30.3%
Seq/Total Area, Yosys -> 54.7%
Fin Hold WS -> 7.31 ns
CTS root buf -> clkbuf_16
Core box area -> 186000 um^2
Vias -> 41600
Cell Count, Final, Fillers Out -> 8190
Final Slew Violations -> 0
Commonest Layout Cell -> inv_1
TritonRoute pass-1 iters -> 8
Via density -> 5.08
WS Path Type -> register to primary output
Slew @ Worst Pin -> 0.908 ns
# setup viols final -> 0
Crit-path cells -> mux2i_1 > a22o_1 > nor3_1 > a31oi_1 > nand3_1 > clkdlybuf4s50_1
Required time of the critical path -> 12.40 ns
Post-route cell area -> 67700 um^2
Area grow syn2layout -> 20.5%
Levels on crit path -> 6
First-pass GRT wire length -> 278 mm
Clk sink count -> 1024
Worst Slack Setup Final -> 1.82 ns
I/O pin count -> 114
Number of antenna violations at the first check in global routing -> 9
Hold_buf cts -> 0
Fin. Hold Viols -> 0
Ys flop type -> edfxtp_1
WL/cell -> 23.7 um
Status -> completed
Tool Warnings -> 1027
Final wirelength -> 194 mm
Vias in the first global route -> 44400
Yosys Chip Area -> 56200 um^2
Yosys top cell by area -> edfxtp_1
Mapped Cells -> 4641
EDFF count, synth -> 1024
CTS Buf Count -> 109
Clock H-tree levels -> 3
Post-CTS setup buffers -> 0
Die Y -> 435 um
GPL Wtd Cong -> 0.886
Cells after DPL -> 6957
Ys cells -> 4641
Die width -> 435 um
Slowest stage cell, crit path -> a31oi_1
Warnings, synthesis -> 1
Cell Type Count -> 30
layout make-up:
| type | count | area [um^2] |
|---|---|---|
| sequential | 1024 | 30700 |
| fill | 17700 | 118000 |
| multi-input combinational | 3168 | 23400 |
| antenna | 6 | 15.0 |
| timing repair buffer | 284 | 2570 |
| clock inverter | 1119 | 5140 |
| tap | 2480 | 3100 |
| clock buffer | 109 | 2730 |
cells in the mapped netlist (64+ instances only):
| master | count |
|---|---|
| and2_1 | 1026 |
| edfxtp_1 | 1024 |
| mux2i_1 | 1024 |
| clkbuf_1 | 243 |
| nand2_1 | 196 |
| nand3_1 | 193 |
| a21oi_1 | 192 |
| a22oi_1 | 192 |
| a22o_1 | 128 |
| buf_4 | 82 |
| a31oi_1 | 64 |
| nor3_1 | 64 |
worst paths after layout:
check / start / endpoint / slack, ns
max: regfilemem[5][22] / regout1[22] / 1.82
min: Src1[1] / regout1[15] / 7.31
metal layers:
metal	share of wire [%]	up-vias	global-route usage, %	routed length (um)
met4	5.1	10	11.6	9960
met3	13	458	13.1	25200
met5	0.039	-	0.252	76
li1	-	19000	-	-
met1	36	19900	23.4	69100
met2	46	2290	31.6	90100
report_power, final:
group          internal, uW  total [uW]  switching [uW]  leakage (uW)
clock network          2130        3980            1850       0.00743
registers              3220        3300            75.7       0.00974
logic                   294         800             506        0.0127
total                  5640        8070            2430        0.0299
cells by family (layout without fill, tap and decap cells):
family	Yosys count	in the layout	share of synthesized area, %
AOI/OAI and AO/OA	576	576	6.98
buffers and inverters	449	1512	4.00
DFF	1024	1024	54.7
muxes	1024	1024	18.2
other	0	6	0
and+or+nand+nor	1568	1568	16.1
metrics by stage:
step                      util (%)  total power [uW]
after floorplan                  -              4160
after global placement        32.2              4500
after detailed placement      32.2              4510
after CTS                     36.4              8190
after global routing          36.4              8550
final                         36.5              8070
tightest hold or removal path, cell delays in order:
cell	delay, ns
buf_8	0.21
mux2i_1	0.22
nand2_1	0.07
nand3_1	0.07
nand3_1	0.10
clkdlybuf4s50_1	0.43
Power figures rest on the tool's default switching activity, not on a simulated workload.
